<file path="flow/design.v">
module escape(
	input	clk_100,
	input	switch,
	input rst,
	input[3:0] distance_flag,
	output reg[2:0] dir,
	output reg[1:0] speed,
	output reg[1:0] choose
);
parameter	s0		=	4'b0000; 
parameter	s11	=	4'b0001; 
parameter	s12	=	4'b0010; 
parameter	s13	=	4'b0011; 
parameter	s14	=	4'b0100; 
parameter	s21	=	4'b0101; 
parameter	s22	=	4'b0110; 
parameter	s23	=	4'b0111; 
parameter	s24	=	4'b1000; 
reg	[3:0]		current_state,next_state;
reg	[10:0]	count_l,count_r,count_q;
always @ (posedge clk_100,negedge rst)begin 
	if(rst==0)
		current_state<=s0;
	else
	current_state <= next_state;
end
always @ (current_state,rst)begin
	if(rst==0)
		next_state<=s0;
	else
	case (current_state)
		s0:
			if(distance_flag[1]==0&&count_q>=200)
				next_state	<=	s21;
			else if(distance_flag[1]==1&&distance_flag[0]==0&&count_q>=200)
				next_state	<=	s11;
			else
				next_state	<=	s0;
		s11:
			if(distance_flag[0]==1)
				next_state	<=	s12;
			else
				next_state	<=	s11;
		s12:
			if(distance_flag[2]==0)
				next_state	<=	s13;
			else
				next_state	<=	s12;
		s13:
			if(distance_flag[2]==1)
				next_state	<=	s14;
			else
				next_state	<=	s13;
		s14:
			if(count_l==50)
				next_state	<=	s0;
			else
				next_state	<=	s14;
		s21:
			if(distance_flag[1]==1)
				next_state	<=	s22;
			else
				next_state	<=	s21;
		s22:
			if(distance_flag[3]==0)
				next_state	<=	s23;
			else
				next_state	<=	s22;
		s23:
			if(distance_flag[3]==1)
				next_state	<=	s24;
			else
				next_state	<=	s23;
		s24:
			if(count_r==50)
				next_state	<=	s0;
			else
				next_state	<=	s24;
	endcase
end
always @ (posedge	clk_100,negedge rst)begin		
	if(rst==0)
	begin
		count_q<=0;
		dir <= 3'b011;
		speed <= 2'b01;
		choose <= 2'b01;
	end
	else	
	case(current_state)
		s0:
			begin
				dir <= 3'b011;
				speed <= 2'b01;
				choose <= 2'b01;
				count_l<=0;
				count_r<=0;
				if(count_q<200)
				count_q<=count_q+1;
			end
		s11:
			begin				
				dir <= 3'b110; 
				speed <= 2'b01;
				choose <= 2'b01;
			end
		s12:
			begin				
				dir <= 3'b011;
				speed <= 2'b01;
				choose <= 2'b01;
			end
		s13:
			begin				
				dir <= 3'b001;
				speed <= 2'b01;
				choose <= 2'b01;
			end
		s14:
			begin				
				dir <= 3'b011;
				speed <= 2'b01;
				choose <= 2'b01;
				count_l<=count_l+1;
			end
		s21:
			begin				
				dir <= 3'b001;
				speed <= 2'b01;
				choose <= 2'b01;
			end
		s22:
			begin				
				dir <= 3'b011;
				speed <= 2'b01;
				choose <= 2'b01;
			end
		s23:
			begin				
				dir <= 3'b110;
				speed <= 2'b01;
				choose <= 2'b01;
			end
		s24:
			begin				
				dir <= 3'b011;
				speed <= 2'b01;
				choose <= 2'b01;
				count_r<=count_r+1;
			end
	endcase
end
endmodule
</file>
<file path="flow/run.sh">
#!/bin/bash
# OpenROAD 26Q1-2900-gdf79404cd8, Yosys 0.63+post, stock flow scripts
make -C /OpenROAD-flow-scripts/flow DESIGN_CONFIG=/design/flow/config.mk WORK_HOME=/design/flow/orfs finish
</file>
<file path="flow/config.mk">
export PLATFORM = sky130hd
export DESIGN_NAME = escape
export DESIGN_NICKNAME = escape
export VERILOG_FILES = /design/flow/design.v
export SDC_FILE = /design/flow/constraint.sdc
export NUM_CORES = 4
export LEC_CHECK = 1
export CORE_UTILIZATION = 40
</file>
<file path="flow/constraint.sdc">
current_design escape

set clk_period 2.8
set clk_io_pct 0.2

create_clock -name clk0 -period $clk_period [get_ports {clk_100}]

set non_clock_inputs [all_inputs -no_clocks]
set_input_delay [expr $clk_period * $clk_io_pct] -clock clk0 $non_clock_inputs
set_output_delay [expr $clk_period * $clk_io_pct] -clock clk0 [all_outputs]
</file>
==> impl_table.tex <==
% Auto-generated results table
\begin{tabular}{lr}
\hline
Metric & Value \\
\hline
\multicolumn{2}{l}{\textbf{Clock tree}} \\
\quad CTS Buf Count & 5 \\
\quad Maximum level of the CTS H-tree & 2 \\
\quad Clock tree from TritonCTS & built \\
\quad Clock-pin transition on the worst setup and hold timing paths & about 70 ps \\
\quad Library cell used as clock root buffer & sky130\_fd\_sc\_hd\_\_clkbuf\_8 \\
\quad Latency at later pin & a little under 300 ps \\
\quad Buffers from clock root to sink, at most & 2 \\
\quad Postcts setup bufs & 0 \\
\quad Cells resized by post-CTS repair & 0 \\
\quad \# hold bufs at CTS & 0 \\
\multicolumn{2}{l}{\textbf{Setup path}} \\
\quad Required time at the endpoint of the critical path & about 3000 ps \\
\quad Element type at the critical path end & flip-flop \\
\quad Worst Setup Start Kind & flip-flop \\
\quad Reg2reg setup slack & about 790 ps \\
\quad Crit path DAT & 2180 ps \\
\quad Worst Setup Path Type & flip-flop to flip-flop \\
\quad Critical-path maximum fanout & 19 \\
\multicolumn{2}{l}{\textbf{GRT}} \\
\quad Largest net degree at the start of global routing & 20 \\
\quad All-Layer GR Usage & around 14\% \\
\quad Initial antenna violation count & 0 \\
\quad Total gr overflow & 0 \\
\quad Via count of the first global-routing pass & around 1300 \\
\quad Global-route wire length before repair & about 6300 um \\
\multicolumn{2}{l}{\textbf{Drt}} \\
\quad Remaining antenna violation count & 0 \\
\quad Detailed Routing Iterations Pass 1 & 4 \\
\quad Wire per inst & 12.2 um \\
\quad Antenna diode count & 0 \\
\quad DRC marker count from the first detailed-route iteration & between 60 and 70 \\
\quad Post-detailed-route via-to-cell ratio & 5.10 \\
\quad Final wirelength & approximately 3500 um \\
\quad DRC violations left & 0 \\
\quad Via count of the routed design & around 1400 \\
\multicolumn{2}{l}{\textbf{Synth}} \\
\quad Asr flop ratio synth & roughly two fifths \\
\quad Cells after synthesis & roughly 210 \\
\quad Post-synthesis area per instance & between 10 and 15 um2 \\
\quad Post-synthesis instance area & between 2000 and 2500 um2 \\
\quad Xor and xnor fraction of the mapped netlist area & under 10\% \\
\quad Share of cell area taken by muxes after synthesis & 0.909\% \\
\quad Top post-synthesis cells by count & 25 x sky130\_fd\_sc\_hd\_\_nor2\_1, 22 x sky130\_fd\_sc\_hd\_\_edfxtp\_1, 16 x sky130\_fd\_sc\_hd\_\_dfrtp\_1 \\
\quad Largest non-sequential cell family by area & simple AND/OR/NAND/NOR gates \\
\quad Top flip-flop cell by instance count after synthesis & sky130\_fd\_sc\_hd\_\_edfxtp\_1 \\
\quad Portion of synthesized cell area occupied by the leading cell type & a little under a third \\
\quad Count of library flops with an enable pin & 22 \\
\quad Main area contributors after synthesis & sky130\_fd\_sc\_hd\_\_edfxtp\_1 30\%, sky130\_fd\_sc\_hd\_\_dfrtp\_1 18\%, sky130\_fd\_sc\_hd\_\_xnor2\_1 5.2\% \\
\quad Synth warn & 1 \\
\quad Distinct cell type count of the synthesized netlist & 42 \\
\quad Adder-cell area share of the yosys netlist & under 10\% \\
\quad Chip Area, Yosys & approximately 2200 um2 \\
\quad Number of standard cells reported by yosys & approximately 210 \\
\quad \#FFs+latches synth & roughly 44 \\
\quad AND-OR/OR-AND Cells, Area Fraction & between 7 and 8\% \\
\quad Synth Area in Simple Gates & about a fifth \\
\quad Most repeated cell in the gate-level netlist after synthesis & sky130\_fd\_sc\_hd\_\_nor2\_1 \\
\quad Cell type contributing the most total cell area after synthesis & sky130\_fd\_sc\_hd\_\_edfxtp\_1 \\
\multicolumn{2}{l}{\textbf{Job}} \\
\quad Number of warnings the tools reported & 30 \\
\quad Number of max-cap violations & 0 \\
\multicolumn{2}{l}{\textbf{Run status}} \\
\quad Status & complete, no violations \\
\multicolumn{2}{l}{\textbf{Pwr}} \\
\quad Proportion of power drawn by the clock network & 35.6\% \\
\quad Reg power frac & 61.4\% \\
\quad Switch Pwr & around 0.21 mW \\
\quad Maximum ir drop on the vdd rail & between 0.2 and 0.25 mV \\
\quad Internal Dissipation & a little over 0.8 mW \\
\quad Leakage dissipation & 0.885 nW \\
\quad Fraction of power spent switching nets & between 20\% and 30\% \\
\quad Power density normalized to cell area & approximately 430 nW/um2 \\
\quad Part of the total power dissipated in combinational logic & under 10\% \\
\multicolumn{2}{l}{\textbf{Timing}} \\
\quad Min cycle time layout & roughly 2000 ps \\
\quad Clock Skew & approximately 6.9 ps \\
\quad Fin Setup TNS & 0 ps \\
\quad Fin. max-slew vios & 0 \\
\quad Slew Limit Headroom & 65.2\% \\
\quad Setup repair after global routing missed its margin & no \\
\quad Post-route fraction of the period consumed by the critical path & a little under three quarters \\
\quad Count of unclocked register or latch pins & 4 \\
\quad Fin Hold WS & approximately 380 ps \\
\quad Endpoints left unconstrained & 8 \\
\quad Setup violation total in the final timing report & 0 \\
\quad Total count of hold-check failures in the final report & 0 \\
\quad Maximum achievable frequency & around 0.5 GHz \\
\quad Worst-margin pin slew & roughly 510 ps \\
\multicolumn{2}{l}{\textbf{Worst hold path}} \\
\quad HP Class & flip-flop to flip-flop \\
\multicolumn{2}{l}{\textbf{Cells and area}} \\
\quad Util after Layout & 46.0\% \\
\quad Layout Cells excl Fill & approximately 280 \\
\quad Logic area & roughly 930 um2 \\
\quad Register Area & 1170 um2 \\
\quad Layout filler cell count & 503 \\
\quad Share of post-route cells with drive strength above 1 & 5.61\% \\
\quad Growth of design area from synthesis to finish & 8.75\% \\
\multicolumn{2}{l}{\textbf{Floorplanning}} \\
\quad Standard-cell rows & 26 \\
\quad I/O Pins & 14 \\
\quad Core Footprint & between 5000 and 6000 um2 \\
\quad Die outline area & 5810 um2 \\
\quad Horizontal die dimension & approximately 76 um \\
\quad Die height & between 70 and 80 um \\
\quad Init Core Util & a little over two fifths \\
\multicolumn{2}{l}{\textbf{Place}} \\
\quad Final estimated routing congestion in global placement & between 0.7 and 0.8 \\
\quad Placed cells & between 200 and 300 \\
\quad Port Buf Inserts & 8 \\
\quad Post-detailed-placement half-perimeter wirelength & 2330 um \\
\hline
\end{tabular}
[cells in the final DEF, fill, tap and decap left out, types with 2 or more instances in the layout]
cell	instances
sky130_fd_sc_hd__a2111oi_0	2
sky130_fd_sc_hd__a21oi_1	6
sky130_fd_sc_hd__a32oi_1	2
sky130_fd_sc_hd__a41o_1	2
sky130_fd_sc_hd__and3_1	3
sky130_fd_sc_hd__and4_1	4
sky130_fd_sc_hd__buf_4	3
sky130_fd_sc_hd__clkbuf_1	2
sky130_fd_sc_hd__clkbuf_8	5
sky130_fd_sc_hd__clkdlybuf4s50_1	8
sky130_fd_sc_hd__conb_1	4
sky130_fd_sc_hd__dfrtp_1	16
sky130_fd_sc_hd__dfstp_2	2
sky130_fd_sc_hd__dlxtn_1	4
sky130_fd_sc_hd__edfxtp_1	22
sky130_fd_sc_hd__ha_1	6
sky130_fd_sc_hd__inv_1	5
sky130_fd_sc_hd__mux2i_1	2
sky130_fd_sc_hd__nand2_1	13
sky130_fd_sc_hd__nand3_1	11
sky130_fd_sc_hd__nand3b_1	2
sky130_fd_sc_hd__nand4_1	8
sky130_fd_sc_hd__nor2_1	25
sky130_fd_sc_hd__nor2b_1	3
sky130_fd_sc_hd__nor3_1	4
sky130_fd_sc_hd__nor3b_1	4
sky130_fd_sc_hd__nor4_1	3
sky130_fd_sc_hd__nor4b_1	2
sky130_fd_sc_hd__o21ai_0	5
sky130_fd_sc_hd__xnor2_1	13
sky130_fd_sc_hd__xor2_1	10
[registers in the layout, indices dropped and copies added, names as in the netlist]
register	flops
count_q	11
count_l	11
count_r	11
next_state	4
current_state	4
dir	3
[per-stage QoR]
stage | power, mW | worst slack [ps] | instance area, um2
after CTS | 1.04 | 777 | 2390
final | 1.02 | 795 | 2390
after detailed placement | 0.673 | 756 | 2310
after floorplan | 0.656 | 768 | 2210
after global routing | 1.08 | 643 | 2390
after global placement | 0.673 | 756 | 2310
[logic make-up after synthesis]
| kind of cell | after synthesis |
|---|---|
| compound gates | 23 |
| xor+xnor | 23 |
| fa+ha+maj | 6 |
| buf+inv | 20 |
| flops | 40 |
| latches | 4 |
| mux | 2 |
| other cells | 2 |
| simple gates | 88 |
[area by class of cell]
class | count | share of cell area (%)
inverter | 5 | 0.784
timing repair buffer | 11 | 4.28
clock inverter | 1 | 0.209
sequential | 44 | 49.0
clock buffer | 7 | 3.19
tap | 70 | 3.66
multi-input combinational | 146 | 38.9
[routing by layer]
layer  routed length, um  GRT usage [%]  up-vias
li1                    -              -      747
met5                   0              0        -
met4                  38           1.92        0
met1                1890           24.4      666
met2                1350           18.0       30
met3                 174           3.77        4
[worst paths after layout]
path / to / cells past startpoint / from
max: count_q[3]$_DFFE_PN0P_ / 4 / current_state[3]$_DFF_PN0_
min: count_q[10]$_DFFE_PN0P_ / 0 / count_q[10]$_DFFE_PN0P_
max reg2reg: count_q[3]$_DFFE_PN0P_ / 4 / current_state[3]$_DFF_PN0_
min reg2reg: count_q[10]$_DFFE_PN0P_ / 0 / count_q[10]$_DFFE_PN0P_
max in group asynchronous: count_q[9]$_DFFE_PN0P_ / 3 / rst
min in group asynchronous: current_state[1]$_DFF_PN0_ / 2 / rst
[power groups by stage]
stage	clock (mW)	combinational [mW]	sequential [mW]
finish	0.365	0.0303	0.630
global route	0.412	0.0351	0.630
CTS	0.380	0.0311	0.629
[worst max-delay path: stages, from the launching register on]
cell,delay [ps]
sky130_fd_sc_hd__dfrtp_1,580
sky130_fd_sc_hd__or4_1,600
sky130_fd_sc_hd__and3b_1,420
sky130_fd_sc_hd__nand4_1,160
sky130_fd_sc_hd__xnor2_1,140
Power is estimated from default activity; no workload was simulated.
